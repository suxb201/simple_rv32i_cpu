$ cat design.v
module alu (
           input wire clk,
           input wire [31:0] op1,
           input wire [31:0] op2,
           input wire [4:0] op,
           output reg [31:0] alu_out
       );
always @(posedge clk) begin
    case (op)
        5'b10000: alu_out <= 32'b0; 			 
        5'b10001: alu_out <= 32'b0; 		     
        5'b10100: alu_out <= 32'b0; 			 
        5'b10101: alu_out <= 32'b0; 			 
        5'b01100: alu_out <= op1 +  op2;  		 
        5'b01101: alu_out <= op1 +  op2;  		 
        5'b01110: alu_out <= op1 -  op2;  		 
        5'b01000: alu_out <= op1 << op2[4:0];	 
        5'b00110: alu_out <= op1 ^  op2; 		 
        5'b01001: alu_out <= op1 >> op2[4:0];  	 
        5'b00101: alu_out <= op1 |  op2;  		 
        5'b00100: alu_out <= op1 &  op2;  		 
        default:  alu_out <= 32'b0;
    endcase
end
endmodule
$ cat run.sh
#!/bin/bash
# OpenROAD 26Q1-2900-gdf79404cd8, Yosys 0.63+post, stock flow scripts
make -C /OpenROAD-flow-scripts/flow DESIGN_CONFIG=/design/flow/config.mk WORK_HOME=/design/flow/orfs finish
$ cat config.mk
export PLATFORM = sky130hd
export DESIGN_NAME = alu
export DESIGN_NICKNAME = alu
export VERILOG_FILES = /design/flow/design.v
export SDC_FILE = /design/flow/constraint.sdc
export NUM_CORES = 4
export LEC_CHECK = 1
export CORE_UTILIZATION = 30
$ cat constraint.sdc
current_design alu

set clk_period 12.1
set clk_io_pct 0.2

create_clock -name clk0 -period $clk_period [get_ports {clk}]

set non_clock_inputs [all_inputs -no_clocks]
set_input_delay [expr $clk_period * $clk_io_pct] -clock clk0 $non_clock_inputs
set_output_delay [expr $clk_period * $clk_io_pct] -clock clk0 [all_outputs]
==> qor.txt <==
Slew at the pin closest to its max-slew limit = 1.01 ns
Crit path max fanout = 36
# DRC = 0
Postcts setup bufs = 0
Final Wtd Congestion = 1.02
Die Span X = 166 microns
Fin crit period = 7.10 ns
DRT Wirelength = 32.9 mm
Final hold violation count = 0
Critical path type = input port to register
Run status = completed
Critical path depth = 21
Sequential area share after synthesis = 7.91%
Largest net degree at the start of global routing = 61
Synth cell types = 71
Stage-log warning count = 59
Ys async rst share = 0%
Crit start category = input port
Vias = 8792
Critical path's largest stage delay = 0.47 ns
Share of post-route cells with drive strength above 1 = 7.16%
Clk pin slew, worst setup/hold paths = 0.05 ns
Top_reg_cell synth = dfxtp_1
Psw = 0.000281 W
Critical path endpoint category = register
Final setup vio count = 0
Post-DP Area = 9330 sq um
Largest registers in the final layout = alu_out (32)
P&R area growth vs syn = 17.0%
Drt wl/cell = 22.2 microns
Initial antenna violation count = 0
CTS tree = built
CP startpoint = op2[0]
Final global-route overflow total = 0
Row cnt = 59
Pre-placement core utilization = 30.8%
Worst Hold Class = input port to register
Ports = 102
PostCTS Resize Cnt = 0
DRT antenna net count = 0
Max transition margin = 32.3%
Clock Sinks = 32
Worst path slowest cell = or4_4
CP required = 12.25 ns
Part of the power in the clock network = 21.5%
Max FFs per register = 32
PortBufs = 101
Post-synth top area share = 15.0%
Hpwl dp = 25.3 mm
Worst VDD drop = 47.3 uV
Number of global-route vias before repair = 8214
Registers, synthesis = 32
Synth area leaders = ha_1 (15%), mux4_2 (8.9%), mux2i_1 (8.0%)
RSZ-0062 raised after global routing = no
Cell count in the Yosys report = 1094
Antenna diodes = 0
Flop pwr share = 18.6%
Mapped cell area = 8090 sq um
Cell type with the largest total area = ha_1
Worst setup path endpoint = alu_out[31]
Logic pwr share = 59.9%
Sw frac = 44.2%
Cts hold-fix bufs = 0
Die Size = 27600 sq um
First drt pass iteration count = 17
Fmax = 0.141 GHz
Cell Chain, Critical Path = buf_2 -> clkinv_1 -> buf_4 -> ha_1 -> nand2_1 -> or4_4 -> nor3_1 -> nand2_1 -> nor3_1 -> nor2_1 -> xnor2_1 -> ha_1 -> a21o_1 -> a31oi_1 -> o21ai_0 -> a21boi_0 -> a21oi_1 -> a31oi_1 -> a21boi_0 -> xnor2_1 -> o221ai_1
Count of library flops with an enable pin = 0
Final Cell Area = 9470 sq um
Die Ht = 166 microns
1st-iter DRT viols = 906
Global-route wire length before repair = 49.7 mm
Largest delay share family, worst path = AND-OR/OR-AND gates
Max-Cap Viols = 0
Largest Register = alu_out
Tcrit/Tclk final = 58.7%
Max Slew Vio Count = 0
TritonCTS buffer count = 5
GRT Total Usage = 23.6%
Post-synthesis cell count = 1094
Pint = 0.000354 W
Core region area = 26300 sq um
Sum of negative setup slack = 0 ns
CTS H-tree lvls = 2
Buffers and inverters on the worst path = 3
Vias/cell = 5.94
Yosys Warn Count = 1
Yosys Chip Area = 8090 sq um
Power per Cell Area = 67.1 nW/um^2
Syn_area_per_cell = 7.40 sq um
Max clock buf depth = 2
Root buf cell = clkbuf_16
Pleak = 3.96 nW
Data arrival time of the worst path = 7.25 ns
==> cells by family (layout without fill, tap and decap cells) <==
family	Yosys count	after routing	share of synthesized area [%]
AND/OR/NAND/NOR	299	299	17.0
buffers and inverters	158	209	7.61
adder cells (fa/ha/maj)	98	98	15.2
flip-flops	32	32	7.91
multiplexers	102	102	17.6
AND-OR/OR-AND	351	351	28.7
XOR/XNOR	54	54	5.94
==> worst min-delay path by stage <==
stage	to	depth (start not counted)	startpoint	slack, ns
after global routing	alu_out[30]	4	op[0]	2.84
after CTS	alu_out[28]	6	op[0]	2.77
final	alu_out[28]	6	op[0]	2.78
==> synth_stat cells (all sizes together) (5+ instances only) <==
| library cell | count |
|---|---|
| a31oi | 15 |
| o311ai | 6 |
| clkbuf | 51 |
| and2 | 6 |
| inv | 83 |
| o31ai | 8 |
| nor4 | 5 |
| a22oi | 8 |
| nand3 | 11 |
| dfxtp | 32 |
| a21o | 18 |
| nor2 | 121 |
| and3 | 5 |
| a21oi | 77 |
| mux2i | 65 |
| nor2b | 8 |
| nand2 | 87 |
| mux4 | 32 |
| nand2b | 14 |
| nor3 | 19 |
| a211o | 7 |
| or2 | 6 |
| a211oi | 13 |
| buf | 22 |
| o211ai | 22 |
| o21ai | 96 |
| mux2 | 5 |
| o21a | 5 |
| ha | 97 |
| a222oi | 16 |
| nand4 | 5 |
| o32ai | 6 |
| xnor2 | 44 |
| a221oi | 9 |
| xor2 | 10 |
| o22ai | 6 |
| o221ai | 11 |
==> power groups by stage <==
stage	combinational (W)	clock (W)	sequential, W
after CTS	0.000373	0.000142	0.000118
after global routing	0.000412	0.000144	0.000119
final	0.000381	0.000137	0.000118
==> layer usage <==
| metal | share of wire (%) | wire length [microns] | vias up | GRT usage, % |
|---|---|---|---|---|
| li1 | - | - | 4140 | - |
| met1 | 43 | 14300 | 4138 | 33.3 |
| met2 | 44 | 14300 | 448 | 36.0 |
| met3 | 9.9 | 3250 | 66 | 6.00 |
| met4 | 3.3 | 1100 | 0 | 6.88 |
| met5 | 0 | 0 | - | 0 |
==> area by class of cell <==
class                      instances  area, sq um
fill                            2787        16800
multi-input combinational        904         6850
timing repair buffer             116         1100
sequential                        32          641
tap                              335          419
inverter                          85          322
clock buffer                       8          146
==> placed cells by master, fill, tap and decap left out, drive strengths merged, types with 13 or more instances in the layout <==
cell type      Yosys  layout
dfxtp             32      32
mux2i             65      65
o21ai             96      96
a31oi             15      15
nand2b            14      14
mux4              32      32
nor3              19      19
clkdlybuf4s50      0      96
a21oi             77      77
ha                97      97
a211oi            13      13
nand2             87      87
a21o              18      18
xnor2             44      44
o211ai            22      22
inv               83      83
buf               22      20
a222oi            16      16
nor2             121     121
==> worst min-delay path: stages <==
cell,delay [ns]
buf_2,0.22
nand2_1,0.10
o211ai_1,0.09
o21ai_0,0.08
a211oi_1,0.05
o221ai_1,0.06
==> metrics by stage <==
stage	worst slack [ns]	cells	utilization [%]	power, W	hold slack, ns
6_report	5.00	1480	36.0	0.000636	2.78
5_1_grt	4.66	1480	36.0	0.000675	2.84
4_1_cts	5.11	1480	36.0	0.000633	2.77
3_5_place_dp	4.81	1472	35.5	0.000491	3.07
3_3_place_gp	4.98	1471	35.5	0.000493	3.07
2_1_floorplan	5.28	1094	-	0.000355	2.64
No activity file was given, so power comes from the tool's default toggle rates.
