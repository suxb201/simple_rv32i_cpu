`flow/design.v`:
```
module pc (
           input wire clk,
           input wire[31:0] pc,
           input wire jump,
           input wire [31:0] jump_addr,
           output reg [31:0] next_pc,
           output reg [31:0] o_pc
       );
initial begin
    o_pc    <= 32'h0-4;
    next_pc <= 32'h0;
end
always @(*) begin
    if(jump)
        next_pc <= jump_addr;
    else
        next_pc <= pc+4;
end
always @ (posedge clk) begin
    o_pc <= next_pc;
end
endmodule
```
`flow/run.sh`:
```
#!/bin/bash
# OpenROAD 26Q1-2900-gdf79404cd8, Yosys 0.63+post, stock flow scripts
make -C /OpenROAD-flow-scripts/flow DESIGN_CONFIG=/design/flow/config.mk WORK_HOME=/design/flow/orfs finish
```
`flow/config.mk`:
```
export PLATFORM = sky130hd
export DESIGN_NAME = pc
export DESIGN_NICKNAME = pc
export VERILOG_FILES = /design/flow/design.v
export SDC_FILE = /design/flow/constraint.sdc
export NUM_CORES = 4
export LEC_CHECK = 1
export CORE_UTILIZATION = 30
```
`flow/constraint.sdc`:
```
current_design pc

set clk_period 6.0
set clk_io_pct 0.2

create_clock -name clk0 -period $clk_period [get_ports {clk}]

set non_clock_inputs [all_inputs -no_clocks]
set_input_delay [expr $clk_period * $clk_io_pct] -clock clk0 $non_clock_inputs
set_output_delay [expr $clk_period * $clk_io_pct] -clock clk0 [all_outputs]
```
==> results.txt <==
Notes on the physical design

The flow ran to the end, and the final reports show no timing, DRC or antenna violations. The max-slew check reports its worst relative slack as 0.698. The number of buffers and inverters on the critical path is 2. In this run the clock root is driven by a clkbuf_8. The global-route wire length before repair is 8350 um. The via count of the first global-routing pass came to 1733. The number of gates resized after cts is 0. The number of flip-flops under the largest register name is 32. Looking at the post-CTS report, the setup buffer insertion count equals 0. Data arrives at the worst endpoint at 3.81 ns.

The endpoint kind of the worst setup timing path is a primary output. The highest clock frequency the design can meet is 199 MHz. TritonRoute reported its final design rule violation total as 0. The starting DRC count in detailed routing is 70.

Looking at hold timing, the worst path starts from jump_addr[22]. The number of cells on the worst hold path is 3. The clock net in this run drives a total of 32 sinks. The number of maximum-capacitance violations recorded for the run is 0.

The data required time at the worst endpoint is 4.80 ns. The maximum fanout encountered on the critical timing path is 16. The register share after synthesis is 0.387. The vertical die size is 76.3 um. Per the power-grid run, VDD falls by no more than 0.116 mV. The global placement routability congestion is 0.783. The number of placed instances with taps included is 381. The number of synthesized flops with an enable pin is 0. The yosys stat cell total is 195.

The total length of routed wires is 5090 um. STA classifies the critical path startpoint as an input pin. The number of I/O pins is 130.

The post-CTS hold buffer count recorded in the log is 0. The routed layout has 1883 vias. The area fraction of the largest cell type after synthesis is 0.387. Using the TritonRoute via totals, the vias-per-cell ratio works out to 4.85. The clock passes through at most 2 buffers. The cell row count is 26. The largest area contributor in the netlist is dfxtp_1. The core region is 5200 um2.

The critical path goes through clkdlybuf4s50_1, and4_1, nand4_4, or4_1, a31oi_1, clkdlybuf4s50_1. The total congestion overflow is 0. Per the OpenROAD floorplan log, the area of the die is 5810 um2.

After layout, the design draws a total of 568 uW. The initial antenna violation count is 0. Across every metal layer, demand over resource in global routing totals 0.179. After synthesis the netlist holds a flip-flop and latch count of 32. The growth of design area from synthesis to finish is 84.9%. Of all flip-flops after synthesis, the portion carrying an async set or reset was 0. The critical path's largest stage delay is 0.56 ns. In the CTS report, the clock slew at the register clock pins of the worst setup and hold paths is listed as 0.07 ns.

Synthesis handed over a netlist of 195 instances. Adding up every negative setup slack in the final design gives 0 ns. Ranked by instance count, the synthesized netlist is headed by dfxtp_1 (32), nand2_1 (23). The post-route non-filler standard cell count is 388.

The count of nets left with antenna violations once routing finished came out at 0. Looking at the max-slew report, the worst-margin pin has a slew of 0.451 ns. TritonCTS built the clock tree. The largest net degree at the start of global routing is 34. The synthesized netlist contains 28 unique library cells. The number of levels in the clock H-tree is 2. Buffers inserted during clock tree synthesis total 5. The total count of max-transition violations in the final report is 0. The mean instance size in the synthesized netlist is 8.48 um2. Setup repair after global routing left no endpoint under its margin. The leading register cell type out of synthesis is dfxtp_1.

The minimum clock period is 5.01 ns. In the final layout, the fill cell count is 484. The yosys stat chip area is 1650 um2.

In the finished design, the share of the clock period the worst path needs comes to 0.836. The final antenna diode count is 0. More flip-flops sit in one register than any other, and that register is o_pc. Per the final timing report, the hold violations number 0. The synthesis stats list as the most numerous cell dfxtp_1. The die span in x is 76.3 um. In the final layout, the registers with the most flip-flops are o_pc: 32 flops.

The count of yosys warnings during synthesis is 1. The total number of warnings across the stage logs is 26. The share of layout cells above drive strength 1 is 0.0535.

Per the detail_route report, routed wire per instance is 13.1 um. The main area contributors are dfxtp_1 (39%), or4_1 (6.4%), o31ai_1 (5.4%), a31oi_1 (5.3%), nand2_1 (5.2%). The total setup violations reported at the end of the flow is 0. The first detailed-routing pass ran for 4 iterations. Summed over all nets, the half-perimeter wirelength after detailed placement is 3920 um. The worst hold path belongs to the class in -> reg. In this run the power density over the cells is 186 nW/um2. The dominant cell type by count on the critical path is clkdlybuf4s50_1. The mapped cell area is 1650 um2. The leakage power summed over all cells is 0.00112 uW. The kind of critical path is in -> out.

The pre-placement core utilization is 0.318. The endpoint of the worst hold path is reported as o_pc[22]. The placement report lists the number of port buffers as 129. The worst setup slack before clock tree synthesis is 0.989 ns. The family of cells with the greatest summed delay on the critical path is simple AND/OR/NAND/NOR gates. The final core utilization is 0.588.

The cell at the slowest stage of the critical path is clkdlybuf4s50_1. The final timing report gives a worst setup slack of 0.987 ns.
==> area by class of cell <==
class | instances | area [um2] | share of cell area
Clock buffer | 7 | 96.3 | 0.0315
Inverter | 3 | 11.3 | 0.00368
Multi-Input combinational cell | 145 | 916 | 0.300
Sequential cell | 32 | 641 | 0.209
Tap cell | 70 | 87.6 | 0.0286
Timing Repair Buffer | 131 | 1310 | 0.427
==> kinds of logic (layout without fill, tap and decap cells) <==
logic type                 after synthesis  count (layout)  share of synthesized area
AOI/OAI and AO/OA                       44              44                      0.169
xor gates and xnor gates                11              11                     0.0582
adders and majority gates                1               1                    0.00756
buffers and inverters                   18             141                     0.0590
DFF                                     32              32                      0.387
muxes                                    3               3                     0.0204
and+or+nand+nor                         86              86                      0.299
==> routing by layer <==
layer / GRT usage / vias to the layer above / routed length [um]
met1: 0.251 / 837 / 2370
met5: 0 / - / 0
met3: 0.0426 / 6 / 338
met4: 0.0192 / 0 / 66
met2: 0.295 / 71 / 2320
li1: - / 969 / -
==> cell usage in the layout (no fill, tap or decap), types with 2 or more instances in the layout <==
master             n
xor2_1             9
nand3_1            9
xnor2_1            2
clkbuf_8           7
clkdlybuf4s50_1  129
o21ai_0           14
nand2_1           23
nor2_1            14
mux2_2             3
and2_1             3
or4_1             14
and3_1             3
o211ai_1           3
or3_1              3
inv_1              3
nand4_2            2
nand4_1            8
buf_4              2
o31ai_1           12
dfxtp_1           32
and4_1             4
a31oi_1           14
==> power breakdown <==
part | leakage (uW) | internal, uW | switching, uW
clock network | 0.0000503 | 102 | 83.3
registers | 0.000270 | 230 | 3.68
logic | 0.000802 | 107 | 41.8
==> per-stage QoR <==
stage / cell area (um2) / hold WS, ns
after floorplan: 1650 / 1.30
after global placement: 2960 / 1.79
after detailed placement: 2960 / 1.79
after CTS: 3060 / 1.48
after global routing: 3060 / 1.49
final: 3060 / 1.49
==> worst max-delay path by stage <==
stage / start / end / slack, ns / cells past startpoint
finish: pc[5] / next_pc[31] / 0.99 / 6
global route: pc[5] / next_pc[31] / 0.83 / 6
CTS: pc[5] / next_pc[31] / 0.98 / 6
Power figures rest on the tool's default switching activity, not on a simulated workload.
